==> design/flow/design.v <==
module memorydata (
    clock, Rm, Wm, address, RegVal,Data_out
);
    input clock, Rm, Wm;          
    input [7:0]address;         
    input [7:0]RegVal;     
    output reg [7:0] Data_out;  
    reg [7:0] mem[256:0];     
    always @(negedge clock) begin
        if (Wm==1) begin
            mem[address] = RegVal;
        end
    end
    always @(*)begin
        if (Rm==1) begin
            Data_out = mem[address];
        end 
    end
endmodule
module jcontrol(
    jump,
    jumpC,
    neq,
    zero,
    saidaA
);
input jump, jumpC, neq, zero;
output reg saidaA;
always @(*)
    saidaA = (jump) | ((jumpC) & ((zero & ~neq ) | (neq & ~zero)));
endmodule
module MEM(
    clock,
    Wr, Wm, Rm, Neq, J, JC,
    PC,
    rdex,
    zeroOut,
    acOutValue,
    RegVal,
    data_out,
    jumpOut,
    acOutWb,
    saidaA,
    rdmem,
    Wr_MEM, Rm_MEM,
);
    input clock;
    input Wr, Wm, Rm, Neq, J, JC;
    input zeroOut;
    input [7:0]PC;
    input [7:0]RegVal;
    input [7:0]acOutValue;
    input [1:0]rdex;
    output reg [1:0]rdmem;
    output reg [7:0]jumpOut;
    output reg Wr_MEM, Rm_MEM;
    output [7:0] data_out;
    output reg [7:0] acOutWb;
    output saidaA;
    always@(*) begin
        acOutWb = acOutValue;
        rdmem = rdex;
        jumpOut = PC;
        Rm_MEM = Rm;
        Wr_MEM = Wr;
    end
    jcontrol J_exec(
        .jump(J),
        .jumpC(JC),
        .neq(Neq),
        .zero(zeroOut),
        .saidaA(SaidaA)
    );
    memorydata M_D(
        .clock(clock),
        .Rm(Rm_MEM),
        .Wm(Wm),
        .address(acOutValue),
        .RegVal(RegVal),
        .Data_out(data_out)
    );
endmodule
==> design/flow/run.sh <==
#!/bin/bash
# OpenROAD 26Q1-2900-gdf79404cd8, Yosys 0.63+post, stock flow scripts
make -C /OpenROAD-flow-scripts/flow DESIGN_CONFIG=/design/flow/config.mk WORK_HOME=/design/flow/orfs finish
==> design/flow/config.mk <==
export PLATFORM = sky130hd
export DESIGN_NAME = MEM
export DESIGN_NICKNAME = MEM
export VERILOG_FILES = /design/flow/design.v
export SDC_FILE = /design/flow/constraint.sdc
export NUM_CORES = 4
export LEC_CHECK = 1
export CORE_UTILIZATION = 40
==> design/flow/constraint.sdc <==
current_design MEM

set clk_period 13.4
set clk_io_pct 0.2

create_clock -name clk0 -period $clk_period [get_ports {clock}]

set non_clock_inputs [all_inputs -no_clocks]
set_input_delay [expr $clk_period * $clk_io_pct] -clock clk0 $non_clock_inputs
set_output_delay [expr $clk_period * $clk_io_pct] -clock clk0 [all_outputs]
==> results.yml <==
# synthesis and place-and-route metrics
placement:
  io_buffers: 35
  gp_congestion: 0.8651
  dp_hpwl_um: 109200
outcome:
  outcome: "completed"
critical_path:
  worst_setup_path_start_kind: "input pin"
  slowest_delay_ns: 0.73
  crit_type: "in2reg"
  crit_fanout: 44
  crit_slowest_cell: "nor2_1"
  crit_chain: "buf_8 -> nand2b_1 -> nor2_1 -> nand2_2 -> buf_4 -> nor2_1 -> buf_4"
  cp_data_required_time_ns: 7.20
  arrival_ns: 5.61
  cp-end-kind: "flop"
timing:
  untimed_endpoints: 16
  setup_viol: 0
  final.setup.tns_ns: 0
  unclocked_pins: 8
  relSlewSlack_pct: 26.60
  worst_pin_slew_ns: 1.087
  rsz0062_at_grt: "false"
  final_hold_viol_count: 0
  report.final.slew_viol_count: 0
detailed_routing:
  drcViolationCount: 0
  met1_length_um: 65900
  vias_per_cell: 4.995
  routedWlPerCell_um: 22.09
  routed-wl-met3_um: 26860
  wl_met2_um: 95450
  drt_iter0_markers: 2497
  num_vias: 43894
  routed_wl_um: 194200
  ant_nets: 0
  firstDrtPassIters: 5
  top_layer: "met5"
pwr:
  ir_drop_mv: 0.1408
  p_leak_nw: 39.43
  cellPowerDensity_nw_per_um2: 162.4
  finalPower_mw: 16.08
logic_synthesis:
  avgSynthCellArea_um2: 22.03
  yosys_area_um2: 78540
  synth_stat.cells: 3565
  edf_count: 2048
  synthCells: 3565
  synth_cell_types: 24
  flop_cell: "edfxtp_1"
  syn_area_um2: 78540
  synth-seq-cells: 2056
  yosysWarnings: 5
  postSynth.asyncResetShare_pct: 0
min_path:
  hold_depth: 0
  worstHoldPathType: "in2out"
grt:
  grt_pass1_wl_um: 289800
  antenna_found_initial: 2
  grt_start_max_net_pins: 129
  grt_pass1_vias: 50967
  overflow: 0
  track_usage_pct: 22.07
cells_and_area:
  drive_gt1_share_pct: 20.24
  seq_area_um2: 61620
  fill_cells: 15266
  comb_area_um2: 15790
  fin_util_pct: 50.79
  syn2layout_area_growth_pct: 26.10
floorplan:
  initial_utilization_pct: 40.28
  die_area_um2: 198100
  core_area_um2: 195000
  die_h_um: 445.1
  boundaryPins: 63
  std_cell_rows: 162
  die_w_um: 445.1
clocking:
  cts_resized: 0
  cts.reportedPaths.clkPinSlew_ns: 0.03
  cts-root-buf: "clkbuf_16"
  post_cts_buffers: 0
  cts_made_buffers: 211
  clockBufferDepth: 3
  htreeDepth: 4
  hold_buffers: 0
  cts_tree: "yes"
run:
  cap_viol_max_count: 0
  warning_count: 1049
[cells in the final DEF, fill, tap and decap left out, drive strengths merged]
master and count:
inv 2123, edfxtp 2048, mux4 512, buf 391
nor2 257, a22oi 256, clkbuf 214, a21oi 128
clkinvlp 43, bufinv 38, nand2 34, o41ai 32
clkdlybuf4s50 25, clkinv 11, dlxtp 8, nand4 8
nor3 8, nand2b 7, nor2b 6, nand3 5
diode 2, or2 2, nand3b 2, and2 2
and3 1, conb 1
[final cells by class]
cell class / instances / share of cell area (%)
sequential: 2056 / 62.22
clock inverter: 2214 / 9.695
multi-input combinational: 1261 / 15.94
timing repair buffer: 416 / 3.419
clock buffer: 214 / 5.407
antenna: 2 / 0.005053
inverter: 1 / 0.003790
tap: 2624 / 3.315
[cell families (layout without fill, tap and decap cells)]
group | Yosys count | in the layout | share of synthesized area (%)
compound gates | 416 | 416 | 3.619
buf+inv | 248 | 2845 | 1.542
flops | 2048 | 2048 | 78.30
latches | 8 | 8 | 0.1529
mux | 512 | 512 | 14.68
other cells | 1 | 3 | 0.004774
simple gates | 332 | 332 | 1.700
[per-stage QoR]
stage	cells	hold WS [ns]	worst slack [ns]	cell area, µm²
2_1_floorplan	3565	5.426	1.755	78540
3_3_place_gp	6359	5.360	0.8355	84080
3_5_place_dp	6359	5.360	0.8164	84080
4_1_cts	8786	5.360	1.638	99040
5_1_grt	8787	5.360	1.426	99040
6_report	8788	5.360	1.591	99040
[layer usage]
layer	vias up	track usage (%)
met5	-	0.4396
met4	6	10.29
met3	326	16.57
met2	2064	30.99
met1	21544	25.70
li1	19954	-
[worst paths after layout]
| path | endpoint | start | slack (ns) |
|---|---|---|---|
| worst max-delay path | M_D.mem[25][2]$_DFFE_NP_ | acOutValue[0] | 1.59 |
| worst min-delay path | Wr_MEM | Wr | 5.36 |
[flip-flops by register name (all words and copies together), names as in the netlist]
signal / count
M_D.mem: 2048
M_D.Data_out: 8
[critical path: cells and delay by family]
kind / cells / cell delay (ns)
AND/OR/NAND/NOR: 4 / 1.89
buffers and inverters: 3 / 0.94
[report_power, final]
group | total [mW] | switching (mW) | internal [mW] | leakage, nW
combinational | 0.591 | 0.383 | 0.208 | 6.40
sequential | 7.13 | 0.00536 | 7.12 | 18.5
clock | 8.36 | 3.92 | 4.44 | 14.6
[Yosys cell counts (2+ instances only)]
| library cell | number | share of area [%] |
|---|---|---|
| and2_1 | 2 | 0.016 |
| nor2_1 | 257 | 1.2 |
| buf_4 | 31 | 0.30 |
| nor3_1 | 8 | 0.051 |
| clkbuf_1 | 128 | 0.61 |
| a22oi_1 | 256 | 2.4 |
| nand3b_1 | 2 | 0.019 |
| nor2b_1 | 6 | 0.048 |
| buf_1 | 26 | 0.12 |
| buf_6 | 14 | 0.20 |
| buf_2 | 47 | 0.30 |
| a21oi_1 | 128 | 0.82 |
| edfxtp_1 | 2048 | 78 |
| o41ai_1 | 32 | 0.36 |
| inv_1 | 2 | 0.0096 |
| nand2_1 | 34 | 0.16 |
| nand4_1 | 8 | 0.064 |
| mux4_2 | 512 | 15 |
| dlxtp_1 | 8 | 0.15 |
| nand3_1 | 5 | 0.032 |
| or2_2 | 2 | 0.016 |
| nand2b_1 | 7 | 0.056 |
Power is estimated from default activity; no workload was simulated.
